==> design.v <==
module Data_Memory(clk,rst,WE,WD,A,RD);
    input clk,rst,WE;
    input [31:0]A,WD;
    output [31:0]RD;
    reg [31:0] mem [1023:0];
    always @ (posedge clk)
    begin
        if(WE)
            mem[A] <= WD;
    end
    assign RD = (~rst) ? 32'd0 : mem[A];
    initial begin
        mem[0] = 32'h00000000;
    end
endmodule
module memory_cycle(clk, rst, RegWriteM, MemWriteM, ResultSrcM, RD_M, PCPlus4M, WriteDataM, 
    ALU_ResultM, RegWriteW, ResultSrcW, RD_W, PCPlus4W, ALU_ResultW, ReadDataW);
    input clk, rst, RegWriteM, MemWriteM, ResultSrcM;
    input [4:0] RD_M; 
    input [31:0] PCPlus4M, WriteDataM, ALU_ResultM;
    output RegWriteW, ResultSrcW; 
    output [4:0] RD_W;
    output [31:0] PCPlus4W, ALU_ResultW, ReadDataW;
    wire [31:0] ReadDataM;
    reg RegWriteM_r, ResultSrcM_r;
    reg [4:0] RD_M_r;
    reg [31:0] PCPlus4M_r, ALU_ResultM_r, ReadDataM_r;
    Data_Memory dmem (
                        .clk(clk),
                        .rst(rst),
                        .WE(MemWriteM),
                        .WD(WriteDataM),
                        .A(ALU_ResultM),
                        .RD(ReadDataM)
                    );
    always @(posedge clk or negedge rst) begin
        if (rst == 1'b0) begin
            RegWriteM_r <= 1'b0; 
            ResultSrcM_r <= 1'b0;
            RD_M_r <= 5'h00;
            PCPlus4M_r <= 32'h00000000; 
            ALU_ResultM_r <= 32'h00000000; 
            ReadDataM_r <= 32'h00000000;
        end
        else begin
            RegWriteM_r <= RegWriteM; 
            ResultSrcM_r <= ResultSrcM;
            RD_M_r <= RD_M;
            PCPlus4M_r <= PCPlus4M; 
            ALU_ResultM_r <= ALU_ResultM; 
            ReadDataM_r <= ReadDataM;
        end
    end 
    assign RegWriteW = RegWriteM_r;
    assign ResultSrcW = ResultSrcM_r;
    assign RD_W = RD_M_r;
    assign PCPlus4W = PCPlus4M_r;
    assign ALU_ResultW = ALU_ResultM_r;
    assign ReadDataW = ReadDataM_r;
endmodule
==> run.sh <==
#!/bin/bash
# OpenROAD 26Q1-2900-gdf79404cd8, Yosys 0.63+post, stock flow scripts
make -C /OpenROAD-flow-scripts/flow DESIGN_CONFIG=/design/flow/config.mk WORK_HOME=/design/flow/orfs finish
==> config.mk <==
export PLATFORM = sky130hd
export DESIGN_NAME = memory_cycle
export DESIGN_NICKNAME = memory_cycle
export VERILOG_FILES = /design/flow/design.v
export SDC_FILE = /design/flow/constraint.sdc
export NUM_CORES = 4
export LEC_CHECK = 1
export CORE_UTILIZATION = 40
export SYNTH_MEMORY_MAX_BITS = 65536
==> constraint.sdc <==
current_design memory_cycle

set clk_period 8.9
set clk_io_pct 0.2

create_clock -name clk0 -period $clk_period [get_ports {clk}]

set non_clock_inputs [all_inputs -no_clocks]
set_input_delay [expr $clk_period * $clk_io_pct] -clock clk0 $non_clock_inputs
set_output_delay [expr $clk_period * $clk_io_pct] -clock clk0 [all_outputs]
==> impl_table.tex <==
% Auto-generated results table
\begin{tabular}{lr}
\hline
Metric & Value \\
\hline
\multicolumn{2}{l}{\textbf{Power and ir drop}} \\
\quad P\_leak & 470 nW \\
\quad Total power density per cell area & 221 nW/um\^{}2 \\
\quad Power Total & approximately 320 mW \\
\quad Peak supply drop & about 0.25 mV \\
\multicolumn{2}{l}{\textbf{Clock network}} \\
\quad Clk pin slew, worst setup/hold paths & $\sim$0.060 ns \\
\quad Number of buffers on the longest clock path & 6 \\
\quad Clock latency reported for the late side of the worst-skew pair & 1.79 ns \\
\quad Number of buffers inserted for hold repair after clock tree synthesis & 1 \\
\quad Maximum level of the CTS H-tree & 8 \\
\quad Clock tree sinks & about 33000 \\
\quad Number of resized instances in the post-cts repair step & 0 \\
\quad Root Buffer Master & sky130\_fd\_sc\_hd\_\_clkbuf\_16 \\
\quad Post-CTS setup buffers & 0 \\
\quad CTS buffer count & about 3200 \\
\quad TritonCTS clock tree & built \\
\multicolumn{2}{l}{\textbf{Yosys}} \\
\quad Top cell area share & 0.789 \\
\quad Post-synthesis cell type with the largest combined area & sky130\_fd\_sc\_hd\_\_edfxtp\_1 \\
\quad Top flip-flop cell by instance count after synthesis & sky130\_fd\_sc\_hd\_\_edfxtp\_1 \\
\quad Number of instances in the synthesized netlist & approximately 62000 \\
\quad Asr flop ratio synth & 0.00313 \\
\quad Cell Area, Synth & roughly 1200000 um\^{}2 \\
\quad Number of synthesized flops with an enable pin & around 33000 \\
\quad Synthesis area per yosys & between 1000000 and 1500000 um\^{}2 \\
\quad Simple-gate portion of the synthesized area & 0.0169 \\
\quad Flop and latch count out of synthesis & between 30000 and 40000 \\
\quad Yosys cell count & about 62000 \\
\quad Prevailing logic family in the synthesized netlist & multiplexers \\
\quad Library cells used by synthesis & between 60 and 70 \\
\quad Most numerous cell types in the synthesized netlist & sky130\_fd\_sc\_hd\_\_edfxtp\_1, sky130\_fd\_sc\_hd\_\_mux2i\_1, sky130\_fd\_sc\_hd\_\_o22ai\_1, sky130\_fd\_sc\_hd\_\_mux4\_2, sky130\_fd\_sc\_hd\_\_clkbuf\_1 \\
\quad Synth Seq Share & 0.791 \\
\quad Count of warnings emitted by yosys & 2 \\
\quad Post-synthesis share of cell area spent on full adders, half adders and majority gates & 0 \\
\quad Area share of and-or/or-and cells after synthesis & 0.0401 \\
\quad Cells taking the most area after synthesis & sky130\_fd\_sc\_hd\_\_edfxtp\_1, sky130\_fd\_sc\_hd\_\_mux2i\_1, sky130\_fd\_sc\_hd\_\_mux4\_2 \\
\quad Portion of netlist area occupied by mux cells & 0.139 \\
\quad Xor and xnor fraction of the mapped netlist area & 0 \\
\quad Most frequently used cell type in the post-synthesis netlist & sky130\_fd\_sc\_hd\_\_edfxtp\_1 \\
\quad Syn Area/Cell & around 20 um\^{}2 \\
\multicolumn{2}{l}{\textbf{Drt}} \\
\quad Iteration tally of the first detailed-router pass & 6 \\
\quad Via density per instance & roughly 5.8 \\
\quad DR vias & around 640k \\
\quad \# DRC & 0 \\
\quad Initial drt markers & approximately 46000 \\
\quad Number of nets with antenna violations after routing & 0 \\
\quad Drt total wl & about 4000 mm \\
\quad Average routed wire per standard cell & 35.7 um \\
\multicolumn{2}{l}{\textbf{Critical path}} \\
\quad CP Class & in -> reg \\
\quad Type of element capturing the critical path & flip-flop \\
\quad Endpoint arrival time on the critical path & around 9.4 ns \\
\quad Worst setup SP type & primary input \\
\quad Top fanout value on the critical path & 33 \\
\quad Required time worst endpoint & about 11 ns \\
\multicolumn{2}{l}{\textbf{Placed design}} \\
\quad Worst slack after detailed placement & -0.523 ns \\
\quad Port bufs & roughly 210 \\
\quad Gp weighted congestion & around 0.93 \\
\quad DP HPWL & 2400 mm \\
\multicolumn{2}{l}{\textbf{Job}} \\
\quad Number of warning messages in the logs & between 100 and 150 \\
\quad Max-capacitance violation count & 9 \\
\multicolumn{2}{l}{\textbf{Outcome}} \\
\quad Failing checks & max-capacitance violations, max-slew violations \\
\quad Status & complete, but fails checks \\
\multicolumn{2}{l}{\textbf{Final timing}} \\
\quad Part of the cycle the worst path needs & 0.877 \\
\quad RSZ-0062 raised after global routing & false \\
\quad Min cycle time layout & 7.81 ns \\
\quad Worst Slack Setup Final & approximately 1.1 ns \\
\quad Max-slew violation count & approximately 53 \\
\quad Highest Clock Rate & about 0.13 GHz \\
\quad Clock tree skew after final layout & approximately 0.13 ns \\
\quad Worst-Margin Slew & 1.67 ns \\
\quad Worst rel slew slack & -0.112 \\
\quad Total setup violations reported at the end of the flow & 0 \\
\quad Final sum of negative setup slack & 0 ns \\
\quad Final hold vios & 0 \\
\multicolumn{2}{l}{\textbf{Global routing}} \\
\quad Largest net degree at the start of global routing & approximately 140 \\
\quad GRT Residual Overflow & 0 \\
\quad Global-route wire length before repair & 5390 mm \\
\quad Via count of the first global-routing pass & about 670k \\
\quad Number of antenna violations at the first check in global routing & approximately 310 \\
\quad Total global routing track utilization & 0.274 \\
\multicolumn{2}{l}{\textbf{Floorplanning}} \\
\quad Die footprint & about 3100000 um\^{}2 \\
\quad Top-level I/O count & 209 \\
\quad Initial core utilization & 0.401 \\
\quad Total number of placement rows & $\sim$650 \\
\quad DIE WIDTH & $\sim$1.8 mm \\
\quad Chip Height & between 1.5 and 2 mm \\
\quad Area of the core & between 3000000 and 4000000 um\^{}2 \\
\multicolumn{2}{l}{\textbf{Final layout}} \\
\quad Area added between synthesis and finish & 14.8\% \\
\quad Share of final-layout standard cells stronger than drive strength 1 & 0.181 \\
\quad Filler cell count in the final layout & approximately 250k \\
\multicolumn{2}{l}{\textbf{Hold path}} \\
\quad Hold WC Path Type & in -> reg \\
\hline
\end{tabular}
layer usage:
metal  vias to the layer above  GRT usage  part of all wire
met1                    321155      0.286              0.29
met3                      7668      0.250              0.21
met5                         -     0.0472            0.0049
met2                     44052      0.372              0.44
met4                       381      0.131             0.064
li1                     267885          -                 -
final cells by class:
| class | instances | area (um^2) | area share |
|---|---|---|---|
| inverter | 4 | 40.0 | 0.0000280 |
| antenna | 647 | 1620 | 0.00113 |
| clock inverter | 1749 | 15200 | 0.0106 |
| tap | 41275 | 51600 | 0.0361 |
| clock buffer | 4110 | 84500 | 0.0590 |
| timing repair buffer | 4294 | 38400 | 0.0268 |
| multi-input combinational | 25723 | 254000 | 0.177 |
| sequential | 32871 | 987000 | 0.689 |
stage by stage:
stage | std cells | util | instance area, um^2 | hold slack, ns
global route | 110435 | 0.460 | 1430000 | 0.224
detailed placement | 104166 | 0.428 | 1330000 | 1.16
floorplan | 62414 | - | 1250000 | 0.791
CTS | 110026 | 0.460 | 1430000 | 0.123
finish | 110673 | 0.460 | 1430000 | 0.252
global placement | 104150 | 0.428 | 1330000 | 1.13
worst max-delay path: stages:
cell,delay (ns)
sky130_fd_sc_hd__buf_8,0.27
sky130_fd_sc_hd__buf_4,0.35
sky130_fd_sc_hd__or4b_4,0.48
sky130_fd_sc_hd__buf_12,0.41
sky130_fd_sc_hd__buf_4,0.57
sky130_fd_sc_hd__buf_4,0.65
sky130_fd_sc_hd__o22ai_1,0.18
sky130_fd_sc_hd__nor4_1,0.81
sky130_fd_sc_hd__buf_4,0.24
sky130_fd_sc_hd__nand4_1,0.22
sky130_fd_sc_hd__and3_1,0.49
sky130_fd_sc_hd__nor4_2,1.05
sky130_fd_sc_hd__buf_4,0.35
sky130_fd_sc_hd__nand4_1,0.59
sky130_fd_sc_hd__buf_4,0.47
sky130_fd_sc_hd__o31a_1,0.32
registers in the layout, indices dropped and copies added (netlist names):
signal         count
ALU_ResultM_r     32
PCPlus4M_r        32
RegWriteM_r        1
ReadDataM_r       32
ResultSrcM_r       1
dmem.mem       32768
RD_M_r             5
placed cells by master, fill, tap and decap left out, drive strengths merged, types with 103 or more instances in the layout:
cell type / netlist / layout
bufinv: 0 / 158
o22ai: 5049 / 5049
nor3: 296 / 296
o221ai: 178 / 178
nand3: 410 / 410
mux2: 193 / 193
o2111ai: 270 / 270
nor4: 1109 / 1109
clkbuf: 1640 / 4110
and3: 280 / 280
a22oi: 911 / 911
nand2: 218 / 218
a21oi: 304 / 304
nand4: 133 / 133
mux4: 2571 / 2571
a311oi: 108 / 108
dfrtp: 103 / 103
mux2i: 11258 / 11258
nor2: 1393 / 1393
buf: 2176 / 4127
clkinv: 1 / 1478
or4: 162 / 162
clkdlybuf4s50: 0 / 165
diode: 0 / 647
edfxtp: 32768 / 32768
o21ai: 414 / 414
cells by family (layout without fill, tap and decap cells):
family,after synthesis,count (layout)
compound gates,7605,7605
buf+inv,3820,10157
flops,32871,32871
mux,14022,14022
other cells,0,647
simple gates,4096,4096
report_power, final:
group	total, mW	internal [mW]	leakage [nW]	switching, mW
Sequential	171	170	296	0.149
Clock	130	71.7	48.4	58.3
Combinational	15.9	4.64	126	11.2
Total	316	247	470	69.6
worst paths after layout:
path,startpoint,cells past startpoint,slack (ns),to
worst max-delay path,ALU_ResultM[2],16,1.09,ReadDataM_r[4]$_DFF_PN0_
worst min-delay path,ALU_ResultM[2],1,0.25,ALU_ResultM_r[2]$_DFF_PN0_
worst max register to register,dmem.mem[179][23]$_DFFE_PP_,10,3.14,ReadDataM_r[23]$_DFF_PN0_
worst min register to register,dmem.mem[978][3]$_DFFE_PP_,6,1.17,ReadDataM_r[3]$_DFF_PN0_
max in group asynchronous,rst,3,6.80,ReadDataM_r[24]$_DFF_PN0_
min in group asynchronous,rst,2,0.58,PCPlus4M_r[29]$_DFF_PN0_
Power figures rest on the tool's default switching activity, not on a simulated workload.
