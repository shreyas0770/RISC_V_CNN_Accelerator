**design/flow/design.v**
```verilog
module Mux (a,b,s,c);
    input [31:0]a,b;
    input s;
    output [31:0]c;
    assign c = (~s) ? a : b ;
endmodule
module Mux_3_by_1 (a,b,c,s,d);
    input [31:0] a,b,c;
    input [1:0] s;
    output [31:0] d;
    assign d = (s == 2'b00) ? a : (s == 2'b01) ? b : (s == 2'b10) ? c : 32'h00000000;
endmodule
module writeback_cycle(clk, rst, ResultSrcW, PCPlus4W, ALU_ResultW, ReadDataW, ResultW);
input clk, rst, ResultSrcW;
input [31:0] PCPlus4W, ALU_ResultW, ReadDataW;
output [31:0] ResultW;
Mux result_mux (    
                .a(ALU_ResultW),
                .b(ReadDataW),
                .s(ResultSrcW),
                .c(ResultW)
                );
endmodule
```
**design/flow/run.sh**
```bash
#!/bin/bash
# OpenROAD 26Q1-2900-gdf79404cd8, Yosys 0.63+post, stock flow scripts
make -C /OpenROAD-flow-scripts/flow DESIGN_CONFIG=/design/flow/config.mk WORK_HOME=/design/flow/orfs finish
```
**design/flow/config.mk**
```make
export PLATFORM = sky130hd
export DESIGN_NAME = writeback_cycle
export DESIGN_NICKNAME = writeback_cycle
export VERILOG_FILES = /design/flow/design.v
export SDC_FILE = /design/flow/constraint.sdc
export NUM_CORES = 4
export LEC_CHECK = 1
export CORE_AREA = 10 10 70 70
export DIE_AREA = 0 0 80 80
```
**design/flow/constraint.sdc**
```tcl
current_design writeback_cycle

set clk_period 1.0
set clk_io_pct 0.2

create_clock -name clk0 -period $clk_period

set non_clock_inputs [all_inputs -no_clocks]
set_input_delay [expr $clk_period * $clk_io_pct] -clock clk0 $non_clock_inputs
set_output_delay [expr $clk_period * $clk_io_pct] -clock clk0 [all_outputs]
```
==> impl_metrics.yaml <==
# physical design summary
synth:
  yosysTopAreaCell: "mux2_4"
  synthesis.area_sq_um: 544
  avgSynthCellArea_sq_um: 15.1
  ys_cells: 36
  yosysMostFrequentCell: "mux2_4"
  ys.warnings.count: 0
  synthCells: 36
  synth_top_area_share_pct: 82.8
  top_cells_by_count: "30 x mux2_4, 3 x buf_12, 2 x mux2_2"
  area_leaders: "mux2_4 83%, buf_12 11%, mux2_2 4.1%, buf_6 2.1%"
  ys_chip_area_sq_um: 544
  yosysSeqAreaShare_pct: 0
  ys_types: 4
sta:
  worst_pin_slew_ns: 0.0692
  final_max_slew_viol_count: 0
  slew_headroom_pct: 95.4
  finalCritPeriodShare_pct: 119
  hold_viol: 0
  fmax_mhz: 844
  fin_crit_ns: 1.19
  setup_viol: 32
  setup_ws_ns: -0.185
  rsz0062_at_grt: "true"
job:
  warnings: 68
  max_cap_viol_count: 0
hold_path:
  hold_path_class: "in -> out"
placement:
  dp_slack_ns: -0.502
  io_buffers: 97
  dpl.cell_count: 177
  place.gp.congestion: 0.751
  placed_area_sq_mm: 0.00154
  post-dp-hpwl_mm: 2.39
die:
  die_width_um: 80
  coreArea_sq_mm: 0.00342
  die_area_sq_mm: 0.00640
  pin_count: 131
  fp-utilization_pct: 15.9
  rows: 21
  die_h_um: 80
run_status:
  violations: "setup timing"
  status: "complete, but fails checks"
final_layout:
  clkbuf_count: 0
  nFillCells: 316
  seqCellArea_sq_um: 0
  final_util_pct: 50.0
  area_growth_pct: 214
  drive_gt1_share_pct: 55.6
  fin_cells: 190
  design_area_sq_mm: 0.00171
  seq_cells: 0
pwr:
  peakVddDrop_mv: 0.173
  total_power_uw: 665
  leakage_nw: 1.01
  power_density_mw_per_mm2: 389
global_routing:
  grt_pass1_vias: 781
  grt_busiest_layer: "met2"
  overflow: 0
  globalRouteTotalUtil_pct: 7.83
  grt_pass1_wl_mm: 4.12
  use_met2_pct: 14.0
  use_met1_pct: 8.97
  antenna_found_initial: 0
  grt_util_met3_pct: 3.18
  grt_start_max_net_pins: 9
worst_setup_path:
  cp.required_ns: 0.80
  cp-start-kind: "input pin"
  max_stage_delay_ns: 0.30
  crit_path_cell_trace: "buf_12 > buf_12 > buf_12 > mux2_4 > buf_6"
  critical_path.endpoint_type: "output port"
  cp_slowest_cell: "mux2_4"
  crit_path_frequent_cell: "buf_12"
  critPathArrivalTime_ns: 0.99
  path_max_fanout: 6
  worst-setup-path-type: "in -> out"
detailed_routing:
  num_vias: 711
  num_antenna_cells: 0
  drt-initial-drc-count: 5
  wl_per_cell_um: 14.8
  wl_mm: 2.81
  drc: 0
  vias_per_cell: 3.74
  drt_first_pass_iters: 2
  antenna_left: 0
clocking:
  holdBufCountCts: 0
==> area by class of cell <==
class / count / area [sq um] / area share, %
tap: 46 / 57.6 / 3.37
timing repair buffer: 112 / 1170 / 68.5
multi-input combinational: 32 / 480 / 28.2
==> cells by family (layout without fill, tap and decap cells) <==
| group | Yosys count | in the layout | share of synthesized area, % |
|---|---|---|---|
| buf+inv | 4 | 112 | 13.1 |
| mux | 32 | 32 | 86.9 |
==> stage by stage <==
stage	TNS (ns)	hold WS [ns]
after global routing	-5.44	0.710
after floorplan	0	0.498
final	-4.88	0.692
after global placement	-15.25	1.33
after CTS	-5.20	0.800
after detailed placement	-15.30	1.33
==> placed cells by master, fill, tap and decap left out, drive strengths merged <==
| cell | n |
|---|---|
| buf | 48 |
| dlymetal6s2s | 19 |
| mux2 | 32 |
| dlygate4sd2 | 26 |
| clkdlybuf4s50 | 19 |
==> path summary, 6_finish.rpt <==
path / from / to / slack (ns) / cells past startpoint
min: ALU_ResultW[23] / ResultW[23] / 0.69 / 3
max: ResultSrcW / ResultW[0] / -0.19 / 5
==> critical path, delay by kind of cell <==
kind / cells / cell delay [ns]
buffers and inverters: 4 / 0.48
muxes: 1 / 0.30
==> where the power goes <==
| part | internal [mW] | switching (mW) | leakage [nW] |
|---|---|---|---|
| combinational | 0.527 | 0.138 | 1.01 |
| sequential | 0 | 0 | 0 |
| clock | 0 | 0 | 0 |
==> per-layer routing <==
metal | up-vias | share of wire [%]
met2 | 51 | 49
met4 | 0 | 0
li1 | 353 | -
met3 | 0 | 11
met1 | 307 | 40
met5 | - | 0
==> timing repair <==
action                     4_1_cts  5_1_grt
setup endpoints to repair       32       32
gates cloned                     1        0
buffers inserted                12        0
resized                        141       35
Power figures rest on the tool's default switching activity, not on a simulated workload.
