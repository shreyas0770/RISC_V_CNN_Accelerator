==> /design/flow/run.sh <==
#!/bin/bash
# OpenROAD 26Q1-2900-gdf79404cd8, Yosys 0.63+post, stock flow scripts
make -C /OpenROAD-flow-scripts/flow DESIGN_CONFIG=/design/flow/config.mk WORK_HOME=/design/flow/orfs finish
==> /design/flow/config.mk <==
export PLATFORM = sky130hd
export DESIGN_NAME = decode_cycle
export DESIGN_NICKNAME = decode_cycle
export VERILOG_FILES = /design/flow/design.v
export SDC_FILE = /design/flow/constraint.sdc
export NUM_CORES = 4
export LEC_CHECK = 1
export CORE_UTILIZATION = 40
==> /design/flow/constraint.sdc <==
current_design decode_cycle

set clk_period 2.5
set clk_io_pct 0.2

create_clock -name clk0 -period $clk_period [get_ports {clk}]

set non_clock_inputs [all_inputs -no_clocks]
set_input_delay [expr $clk_period * $clk_io_pct] -clock clk0 $non_clock_inputs
set_output_delay [expr $clk_period * $clk_io_pct] -clock clk0 [all_outputs]
==> /design/flow/design.v <==
module ALU_Decoder(ALUOp,funct3,funct7,op,ALUControl);
    input [1:0]ALUOp;
    input [2:0]funct3;
    input [6:0]funct7,op;
    output [2:0]ALUControl;
    assign ALUControl = (ALUOp == 2'b00) ? 3'b000 :
                        (ALUOp == 2'b01) ? 3'b001 :
                        (ALUOp == 2'b11) ? 3'b100 : 
                        ((ALUOp == 2'b10) & (funct3 == 3'b001)) ? 3'b111 :  
                        ((ALUOp == 2'b10) & (funct3 == 3'b000) & ({op[5],funct7[5]} == 2'b11)) ? 3'b001 : 
                        ((ALUOp == 2'b10) & (funct3 == 3'b000) & ({op[5],funct7[5]} != 2'b11)) ? 3'b000 : 
                        ((ALUOp == 2'b10) & (funct3 == 3'b010)) ? 3'b101 : 
                        ((ALUOp == 2'b10) & (funct3 == 3'b110)) ? 3'b011 : 
                        ((ALUOp == 2'b10) & (funct3 == 3'b111)) ? 3'b010 : 
                                                                  3'b000 ;
endmodule
module Main_Decoder(Op,RegWrite,ImmSrc,ALUSrc,MemWrite,ResultSrc,Branch,ALUOp);
    input [6:0]Op;
    output RegWrite,ALUSrc,MemWrite,ResultSrc,Branch;
    output [1:0]ImmSrc,ALUOp;
    assign RegWrite = (Op == 7'b0000011 | Op == 7'b0110011 | Op == 7'b0010011 | Op == 7'b0101011) ? 1'b1 :
                                                              1'b0 ;
    assign ImmSrc = (Op == 7'b0100011) ? 2'b01 : 
                    (Op == 7'b1100011) ? 2'b10 :    
                                         2'b00 ;
    assign ALUSrc = (Op == 7'b0000011 | Op == 7'b0100011 | Op == 7'b0010011 | Op == 7'b0101011 ) ? 1'b1 :
                                                            1'b0 ;
    assign MemWrite = (Op == 7'b0100011) ? 1'b1 :
                                           1'b0 ;
    assign ResultSrc = (Op == 7'b0000011) ? 1'b1 :
                                            1'b0 ;
    assign Branch = (Op == 7'b1100011) ? 1'b1 :
                                         1'b0 ;
    assign ALUOp = (Op == 7'b0110011) ? 2'b10 :
                   (Op == 7'b1100011) ? 2'b01 :
                   (Op == 7'b0101011) ? 2'b11 :
                                        2'b00 ;
endmodule
module Control_Unit_Top(Op,RegWrite,ImmSrc,ALUSrc,MemWrite,ResultSrc,Branch,funct3,funct7,ALUControl);
    input [6:0]Op,funct7;
    input [2:0]funct3;
    output RegWrite,ALUSrc,MemWrite,ResultSrc,Branch;
    output [1:0]ImmSrc;
    output [2:0]ALUControl;
    wire [1:0]ALUOp;
    Main_Decoder Main_Decoder(
                .Op(Op),
                .RegWrite(RegWrite),
                .ImmSrc(ImmSrc),
                .MemWrite(MemWrite),
                .ResultSrc(ResultSrc),
                .Branch(Branch),
                .ALUSrc(ALUSrc),
                .ALUOp(ALUOp)
    );
    ALU_Decoder ALU_Decoder(
                            .ALUOp(ALUOp),
                            .funct3(funct3),
                            .funct7(funct7),
                            .op(Op),
                            .ALUControl(ALUControl)
    );
endmodule
module decode_cycle(clk, rst, InstrD, PCD, PCPlus4D, RegWriteW, RDW, ResultW, RegWriteE, ALUSrcE, MemWriteE, ResultSrcE,
    BranchE,  ALUControlE, RD1_E, RD2_E, Imm_Ext_E, RD_E, PCE, PCPlus4E, RS1_E, RS2_E);
    input clk, rst, RegWriteW;
    input [4:0] RDW;
    input [31:0] InstrD, PCD, PCPlus4D, ResultW;
    output RegWriteE,ALUSrcE,MemWriteE,ResultSrcE,BranchE;
    output [2:0] ALUControlE;
    output [31:0] RD1_E, RD2_E, Imm_Ext_E;
    output [4:0] RS1_E, RS2_E, RD_E;
    output [31:0] PCE, PCPlus4E;
    wire RegWriteD,ALUSrcD,MemWriteD,ResultSrcD,BranchD;
    wire [1:0] ImmSrcD;
    wire [2:0] ALUControlD;
    wire [31:0] RD1_D, RD2_D, Imm_Ext_D;
    reg RegWriteD_r,ALUSrcD_r,MemWriteD_r,ResultSrcD_r,BranchD_r;
    reg [2:0] ALUControlD_r;
    reg [31:0] RD1_D_r, RD2_D_r, Imm_Ext_D_r;
    reg [4:0] RD_D_r, RS1_D_r, RS2_D_r;
    reg [31:0] PCD_r, PCPlus4D_r;
    Control_Unit_Top control (
                            .Op(InstrD[6:0]),
                            .RegWrite(RegWriteD),
                            .ImmSrc(ImmSrcD),
                            .ALUSrc(ALUSrcD),
                            .MemWrite(MemWriteD),
                            .ResultSrc(ResultSrcD),
                            .Branch(BranchD),
                            .funct3(InstrD[14:12]),
                            .funct7(InstrD[31:25]),
                            .ALUControl(ALUControlD)
                            );
    Register_File rf (
                        .clk(clk),
                        .rst(rst),
                        .WE3(RegWriteW),
                        .WD3(ResultW),
                        .A1(InstrD[19:15]),
                        .A2(InstrD[24:20]),
                        .A3(RDW),
                        .RD1(RD1_D),
                        .RD2(RD2_D)
                        );
    Sign_Extend extension (
                        .In(InstrD[31:0]),
                        .Imm_Ext(Imm_Ext_D),
                        .ImmSrc(ImmSrcD)
                        );
    always @(posedge clk or negedge rst) begin
        if(rst == 1'b0) begin
            RegWriteD_r <= 1'b0;
            ALUSrcD_r <= 1'b0;
            MemWriteD_r <= 1'b0;
            ResultSrcD_r <= 1'b0;
            BranchD_r <= 1'b0;
            ALUControlD_r <= 3'b000;
            RD1_D_r <= 32'h00000000; 
            RD2_D_r <= 32'h00000000; 
            Imm_Ext_D_r <= 32'h00000000;
            RD_D_r <= 5'h00;
            PCD_r <= 32'h00000000; 
            PCPlus4D_r <= 32'h00000000;
            RS1_D_r <= 5'h00;
            RS2_D_r <= 5'h00;
        end
        else begin
            RegWriteD_r <= RegWriteD;
            ALUSrcD_r <= ALUSrcD;
            MemWriteD_r <= MemWriteD;
            ResultSrcD_r <= ResultSrcD;
            BranchD_r <= BranchD;
            ALUControlD_r <= ALUControlD;
            RD1_D_r <= RD1_D; 
            RD2_D_r <= RD2_D; 
            Imm_Ext_D_r <= Imm_Ext_D;
            RD_D_r <= InstrD[11:7];
            PCD_r <= PCD; 
            PCPlus4D_r <= PCPlus4D;
            RS1_D_r <= InstrD[19:15];
            RS2_D_r <= InstrD[24:20];
        end
    end
    assign RegWriteE = RegWriteD_r;
    assign ALUSrcE = ALUSrcD_r;
    assign MemWriteE = MemWriteD_r;
    assign ResultSrcE = ResultSrcD_r;
    assign BranchE = BranchD_r;
    assign ALUControlE = ALUControlD_r;
    assign RD1_E = RD1_D_r;
    assign RD2_E = RD2_D_r;
    assign Imm_Ext_E = Imm_Ext_D_r;
    assign RD_E = RD_D_r;
    assign PCE = PCD_r;
    assign PCPlus4E = PCPlus4D_r;
    assign RS1_E = RS1_D_r;
    assign RS2_E = RS2_D_r;
endmodule
module Register_File(clk,rst,WE3,WD3,A1,A2,A3,RD1,RD2);
    input clk,rst,WE3;
    input [4:0]A1,A2,A3;
    input [31:0]WD3;
    output [31:0]RD1,RD2;
    reg [31:0] Register [31:0];
    always @ (posedge clk)
    begin
        if(WE3 & (A3 != 5'h00))
            Register[A3] <= WD3;
    end
    assign RD1 = (rst==1'b0) ? 32'd0 : Register[A1];
    assign RD2 = (rst==1'b0) ? 32'd0 : Register[A2];
    initial begin
        Register[0] = 32'h00000000;
    end
endmodule
module Sign_Extend (In,ImmSrc,Imm_Ext);
    input [31:0] In;
    input [1:0] ImmSrc;
    output [31:0] Imm_Ext;
    assign Imm_Ext =  (ImmSrc == 2'b00) ? {{12{In[31]}},In[31:12]} : 
                     (ImmSrc == 2'b01) ? {{20{In[31]}},In[31:25],In[11:7]} : 32'h00000000; 
endmodule
==> out/metrics.yaml <==
initial_utilization_pct: 40.3
ir_drop_uv: 651
ys_area_um2: 52200
die_area_um2: 132000
report.final.slew_viol_count: 0
cp_top_family: "buffers and inverters"
clockBufferDepth: 3
rsz0062_at_grt: "false"
path_max_fanout: 13
design_area_um2: 64700
overflow: 0
io_pins: 319
wl_um: 166000
ctsResizeCount: 0
cap_violations: 0
finalHoldViolCount: 0
fin_crit_sh_pct: 94.0
yosysTopAreaCellShare_pct: 58.9
flop_area_um2: 35000
dr.pass1.iters: 7
path_buffers: 1
use_met1_pct: 32.5
grt_use_met2_pct: 40.1
cts_tree: "done"
htree_num_levels: 4
max_slew.worst_pin.slew_ns: 0.798
crit_path_cell_trace: "clkdlybuf4s50_1"
drc: 0
ff_type: "edfxtp_1"
edf_count: 1024
die_w_um: 363
startpoint_type: "register"
initialDrtViolationCount: 2106
synth_cell_types: 43
die_h_um: 363
ys_ff: 1195
worstSetupStartpoint: "Imm_Ext_D_r[30]"
r2r_slack_ns: 0.42
place_area_um2: 60500
antenna_found_initial: 4
end_kind: "output port"
grt_pass1_vias: 34200
cts_root_buf: "clkbuf_16"
syn_avg_cell_area_um2: 20.3
status: "complete, no violations"
ant_nets: 0
grt_use_met3_pct: 22.5
wire_per_inst_um: 33.1
grt-busiest-layer: "met2"
gp_congestion: 0.917
async_flop_share_pct: 14.3
slew_headroom_pct: 46.6
netlist_area_um2: 52200
clock_latency_ns: 0.76
track_usage_pct: 27.9
clock_sinks: 1195
yosys.area.top_type: "edfxtp_1"
total_power_mw: 45.2
r2r-start: "rf.Register[4][17]"
grt_pass1_wl_um: 236000
num_antenna_cells: 0
p_per_area_nw_per_um2: 699
cpPeakStageDelay_ns: 0.55
ys_seq_share_pct: 67.1
coreArea_um2: 129000
area_delta_synth_final_pct: 23.9
cp.arrival_ns: 1.85
layout-drive-gt1-share_pct: 35.0
viasPerCell: 6.05
grt_max_degree: 108
instances_no_fill: 5001
hpwl_um: 107000
finClkSkew_ns: 0.0233
fillers: 10100
ys_cells: 2565
dr_total_vias: 30200
yosysWarningCount: 2
tool_warnings: 29
io_buffers: 318
cts_buffers: 131
fin_crit_ns: 2.35
rows: 132
fin_util_pct: 49.9
worst_hold_path_type: "input pin to asynchronous set/reset pin"
clk_pin_slew_ns: 0.06
final-comb-area_um2: 16200
cp_slowest_cell: "clkdlybuf4s50_1"
synth_cells: 2565
cp.required_ns: 2.00
path_class: "register to output port"
setup_viol: 0
place_inst: 4758
finalSetupTns_ns: 0
synth.area.top_cells: "edfxtp_1, mux4_2, dfrtp_1"
p_leak_nw: 21.6
timing.fmax_mhz: 426
==> layout by cell type (no fill, tap or decap), types with 4 or more instances in the layout <==
cell type / synthesis / final
nor2b_4: 0 / 4
a21o_1: 8 / 8
buf_8: 1 / 5
nor2_4: 0 / 33
nor2b_1: 7 / 5
dfrtp_1: 171 / 171
clkinv_2: 0 / 19
inv_6: 0 / 8
o221ai_1: 64 / 64
o21ai_1: 14 / 14
nand2_1: 32 / 32
clkbuf_1: 72 / 39
buf_2: 59 / 4
mux2_2: 128 / 128
nand3_1: 5 / 5
a21oi_1: 4 / 4
a221oi_1: 51 / 51
o2111ai_1: 13 / 13
clkbuf_16: 0 / 135
bufinv_16: 0 / 5
nor2_1: 40 / 8
buf_4: 44 / 203
mux4_2: 448 / 448
o21ai_0: 37 / 37
clkinv_8: 0 / 5
clkbuf_8: 0 / 11
edfxtp_1: 1024 / 1024
clkdlybuf4s50_1: 0 / 307
a31oi_1: 64 / 64
conb_1: 1 / 32
clkinv_1: 0 / 16
mux2i_1: 128 / 128
a22oi_1: 64 / 64
a22o_1: 11 / 11
buf_12: 0 / 119
==> where the power goes <==
group          switching, mW  internal, mW
Sequential             0.232          22.1
Clock                   7.89          10.8
Combinational           2.12          2.08
==> layout make-up <==
cell class,count,area share (%)
clock buffer,185,5.68
clock inverter,55,0.739
inverter,5,0.0329
multi-input combinational,1177,25.0
sequential,1195,54.2
tap,1742,3.37
timing repair buffer,642,11.0
==> per-layer routing <==
metal	share of wire (%)	wire length (um)	vias to the layer above
met5	0.15	247	-
met4	3.5	5800	8
met3	18	29700	296
met2	47	78000	2342
met1	31	52000	15400
li1	-	-	12200
==> what timing repair did <==
item / in CTS / in global routing
buffers inserted: 0 / 0
hold buffers: 3 / 0
endpoints found under the setup margin: 0 / 0
endpoints found under the hold margin: 13 / 0
==> metrics by stage <==
stage | hold WS (ns) | setup slack (ns)
after CTS | 0.0115 | 0.0975
after detailed placement | 0.498 | -0.258
after floorplan | 0.204 | -0.241
after global routing | 0.0666 | 0.0690
final | 0.0832 | 0.150
after global placement | 0.495 | -0.289
==> cell families (layout without fill, tap and decap cells) <==
logic type,Yosys count,in the layout,share of synthesized area [%]
DFF,1195,1195,67.1
AOI/OAI and AO/OA,332,332,4.69
buffers and inverters,224,887,2.66
muxes,704,704,24.5
other,1,32,0.00719
and+or+nand+nor,107,107,0.945
xor gates and xnor gates,2,2,0.0336
==> Yosys cell counts, types with 39 or more instances <==
| master | instances |
|---|---|
| nor2_1 | 40 |
| a22oi_1 | 64 |
| dfrtp_1 | 171 |
| mux2_2 | 128 |
| buf_6 | 39 |
| mux4_2 | 448 |
| a221oi_1 | 51 |
| edfxtp_1 | 1024 |
| clkbuf_1 | 72 |
| o221ai_1 | 64 |
| buf_2 | 59 |
| mux2i_1 | 128 |
| buf_4 | 44 |
| a31oi_1 | 64 |
==> registers in the layout, indices dropped and copies added, names as in the netlist, 3 cells and up <==
register,count
RD1_D_r,32
RD_D_r,5
RS2_D_r,5
ALUControlD_r,3
Imm_Ext_D_r,20
RS1_D_r,5
RD2_D_r,32
rf.Register,1024
PCD_r,32
PCPlus4D_r,32
==> final timing paths <==
| check | cells after the start | to |
|---|---|---|
| setup / recovery | 1 | Imm_Ext_E[24] |
| hold / removal | 2 | RD2_D_r[25] |
| setup reg to reg | 6 | RD1_D_r[17] |
| hold reg to reg | 4 | RD2_D_r[31] |
| max in group asynchronous | 2 | RD2_D_r[6] |
| min in group clk0 | 1 | RS1_D_r[0] |
No activity file was given, so power comes from the tool's default toggle rates.
