==> ./design.v <==
module hazard_unit(rst, RegWriteM, RegWriteW, RD_M, RD_W, Rs1_E, Rs2_E, ForwardAE, ForwardBE);
    input rst, RegWriteM, RegWriteW;
    input [4:0] RD_M, RD_W, Rs1_E, Rs2_E;
    output [1:0] ForwardAE, ForwardBE;
    assign ForwardAE = (rst == 1'b0) ? 2'b00 : 
                       ((RegWriteM == 1'b1) & (RD_M != 5'h00) & (RD_M == Rs1_E)) ? 2'b10 :
                       ((RegWriteW == 1'b1) & (RD_W != 5'h00) & (RD_W == Rs1_E)) ? 2'b01 : 2'b00;
    assign ForwardBE = (rst == 1'b0) ? 2'b00 : 
                       ((RegWriteM == 1'b1) & (RD_M != 5'h00) & (RD_M == Rs2_E)) ? 2'b10 :
                       ((RegWriteW == 1'b1) & (RD_W != 5'h00) & (RD_W == Rs2_E)) ? 2'b01 : 2'b00;
endmodule
==> ./run.sh <==
#!/bin/bash
# OpenROAD 26Q1-2900-gdf79404cd8, Yosys 0.63+post, stock flow scripts
make -C /OpenROAD-flow-scripts/flow DESIGN_CONFIG=/design/flow/config.mk WORK_HOME=/design/flow/orfs finish
==> ./config.mk <==
export PLATFORM = sky130hd
export DESIGN_NAME = hazard_unit
export DESIGN_NICKNAME = hazard_unit
export VERILOG_FILES = /design/flow/design.v
export SDC_FILE = /design/flow/constraint.sdc
export NUM_CORES = 4
export LEC_CHECK = 1
export CORE_AREA = 10 10 70 70
export DIE_AREA = 0 0 80 80
==> ./constraint.sdc <==
current_design hazard_unit

set clk_period 2.5
set clk_io_pct 0.2

create_clock -name clk0 -period $clk_period

set non_clock_inputs [all_inputs -no_clocks]
set_input_delay [expr $clk_period * $clk_io_pct] -clock clk0 $non_clock_inputs
set_output_delay [expr $clk_period * $clk_io_pct] -clock clk0 [all_outputs]
==> ci_impl_report.md <==
### Metrics collected by this job

| Metric | Value |
|---|---|
| Outcome | finished clean |
| Setup WS pre-CTS | -0.387 ns |
| Top cells by area | xnor2_1 (31%), xor2_1 (31%), nor3_2 (7.1%) |
| Flops | 0 |
| Die Span Y | about 80 µm |
| CP max stage cell | or4_1 |
| Worst endpoint data arrival time | between 1.5 and 2 ns |
| Vias in the first global route | 455 |
| Leak pwr | 0.000301 µW |
| Final hold vios | 0 |
| Setup crit end kind | output pin |
| Vias per inst | 3.27 |
| Max incr delay on CP | 0.54 ns |
| Layout clock buffers | 0 |
| Yosys stat area | 282 µm² |
| Core area | 3420 µm² |
| Initial DRC Count | 27 |
| Worst path required time | approximately 2 ns |
| Post-CTS Hold Buffers | 0 |
| DIE WIDTH | 80 µm |
| Chip area | 6400 µm² |
| # IOs | 27 |
| Most numerous logic cell after layout | buf_4 |
| Worst Max-Slew Pin Slew | between 0.2 and 0.3 ns |
| Tot GR Track Use | 0.0397 |
| HP Class | primary input to output pin |
| Cell count in the Yosys report | 36 |
| Max-cap viol count | 0 |
| DRT Pass-1 Iters | 2 |
| Synth-to-Final Area Change | 162% |
| Unique cell type count in the Yosys netlist | 11 |
| DP Cell Count | 121 |
| Top-area cell type share of the netlist area | 0.311 |
| First-pass GRT wire length | 2080 µm |
| DR WL/cell | ~11 µm |
| Most common cell on crit path | dlygate4sd2_1 |
| Share of layout cells above drive strength 1 | 0.363 |
| Fmax | 0.410 GHz |
| Syn_area_per_cell | 7.82 µm² |
| Setup TNS | 0 ns |
| Cycle use final | 0.976 |
| Mapped Area | approximately 280 µm² |
| Crit path max fanout | 2 |
| Maximum vdd drop | 0.0232 mV |
| Gpl congestion | 0.760 |
| Worst hold path endpoint | ForwardBE[0] |
| Log Warnings | 32 |
| Slew headroom | 0.816 |
| Biggest area consumer among synthesized cells | xnor2_1 |
| Routed Antenna Nets | 0 |
| FP Core Util | 0.0824 |
| Worst hold path startpoint | Rs2_E[4] |
| RSZ-0062 raised after global routing | false |
| PwrDens | 130 nW/µm² |
| Site Rows | 21 |
| Cell family with most CP delay | buffers and inverters |
| Total Wirelength | 1340 µm |
| CP cell instances | dlygate4sd2_1 -> or4_1 -> o211ai_1 -> buf_4 -> nor3_2 -> dlygate4sd2_1 |
| DRC viols | 0 |
| Crit path buffers/inverters | 3 |
| Seq share, synth | 0 |
| Max Slew Vio Count | 0 |
| Post-DP HPWL | 1190 µm |
| Synth Instances | 36 |
| Cells on Worst Hold Path | 5 |
| Number of port buffers | 27 |
| Yosys warnings | 0 |
| Initial antenna violation count | 1 |
| Reg area | 0 µm² |
| Non-Filler Instances | 127 |
| Largest net degree at the start of global routing | 4 |
| Overflow after GRT | 0 |
| Layout fillers | 368 |
| Crit Path Category | primary input to output pin |
| Setup ws final | 0.0604 ns |
| Via total after detailed routing | 415 |
| Final setup fails | 0 |
| CP startpoint | RD_W[4] |
| Post-layout min period | around 2.4 ns |
| Top Layout Cells | buf_4 (17), dlygate4sd2_1 (11), xor2_1 (10) |
| Crit path launch type | primary input |
metal layers:
metal,GRT usage,wire length (µm)
met3,0.0125,125
met4,0,0
met2,0.0754,688
met1,0.0442,522
met5,0,0
cells in the mapped netlist:
cell type  instances
nor4_1             2
xnor2_1           10
nand4_1            2
or4_1              2
nor2_2             1
and2_1             2
o211ai_1           1
nand3_1            2
nor3_2             2
nor3_1             2
xor2_1            10
worst min-delay path, cell delays in order:
cell and delay [ns]:
dlygate4sd2_1 0.25, xnor2_1 0.07, nand3_1 0.08, nor3_2 0.05, buf_2 0.10
layout make-up:
| cell class | count | area [µm²] | share of cell area |
|---|---|---|---|
| Tap cell | 46 | 57.6 | 0.0780 |
| Antenna cell | 1 | 2.50 | 0.00339 |
| Timing Repair Buffer | 44 | 359 | 0.486 |
| Multi-Input combinational cell | 36 | 319 | 0.432 |
worst max-delay path by stage:
stage | to | slack (ns) | cells after the start
CTS | ForwardBE[1] | 0.001 | 6
global route | ForwardAE[0] | 0.02 | 6
finish | ForwardAE[0] | 0.06 | 6
metrics by stage:
step | utilization | hold slack [ns] | power, µW | cell area [µm²]
finish | 0.216 | 1.56 | 95.9 | 738
global placement | 0.205 | 1.99 | 97.0 | 699
detailed placement | 0.205 | 1.98 | 97.3 | 699
floorplan | - | 1.07 | 29.8 | 282
CTS | 0.215 | 1.57 | 95.1 | 736
global route | 0.216 | 1.62 | 105 | 738
power breakdown:
part	leakage, µW	internal, µW	total [µW]	switching [µW]
registers	0	0	0	0
clock network	0.00000000634	0.0000534	0.0000534	0
logic	0.000301	57.5	95.9	38.4
logic make-up after synthesis:
group | count (synthesis) | share of synthesized area
xor+xnor | 20 | 0.622
simple gates | 15 | 0.351
compound gates | 1 | 0.0267
what timing repair did:
item                                    4_1_cts  5_1_grt
endpoints found under the setup margin        4        3
setup buffers                                 5        0
pin swaps                                    18        9
resized                                      42        5
hold endpoints to repair                      0        0
Power is estimated from default activity; no workload was simulated.
